### flow/design.v
`timescale 1ns / 1ps
module DisplayInterface(
    input clock,
    input reset,
    input [15:0] value,
    input [3:0] points,
    output [7:0] segment,
    output reg [7:0] digit
    );
    wire [3:0] h0, h1, h2, h3;
    reg [9:0] count10;
    reg [1:0] count2;
    reg [3:0] hex_value;
    reg point_marker;
    wire [6:0] hex_pattern;
    assign h0 = value [3:0];
    assign h1 = value [7:4];
    assign h2 = value [11:8];
    assign h3 = value [15:12];
    always @ (posedge clock)
        begin
        if (reset) count10 <= 10'b0;
        else count10 <= (count10 + 10'b1);
        end
    always @ (posedge clock)
        begin
          if (reset) count2 <= 2'b0;
          else if (count10 == 10'b0) count2 <= (count2 + 2'b1);
        end
    always @ (h0, h1, h2, h3, count2)
        case (count2)
          2'b00: hex_value = h0;
          2'b01: hex_value = h1;
          2'b10: hex_value = h2;
          2'b11: hex_value = h3;
        endcase
    always @ (count2)
        case (count2)
          2'b00: digit = 8'b11111110;
          2'b01: digit = 8'b11111101;
          2'b10: digit = 8'b11111011;
          2'b11: digit = 8'b11110111;
        endcase
    always @ (points, count2)
        case (count2)
          2'b00: point_marker = points[0];
          2'b01: point_marker = points[1];
          2'b10: point_marker = points[2];
          2'b11: point_marker = points[3];
        endcase
    hex2seg part_seg(.number(hex_value), .pattern(hex_pattern));
    assign segment = {hex_pattern, ~(point_marker)};
endmodule
module hex2seg (
   input [3:0] number,            
   output reg [6:0] pattern );    
   always @ (number)
      case(number)
         4'h0:  pattern = 7'b0000001;   
         4'h1:  pattern = 7'b1001111;   
         4'h2:  pattern = 7'b0010010;
         4'h3:  pattern = 7'b0000110;
         4'h4:  pattern = 7'b1001100;
         4'h5:  pattern = 7'b0100100;
         4'h6:  pattern = 7'b0100000;
         4'h7:  pattern = 7'b0001111;
         4'h8:  pattern = 7'b0000000;
         4'h9:  pattern = 7'b0000100;
         4'hA:  pattern = 7'b0001000;
         4'hB:  pattern = 7'b1100000;
         4'hC:  pattern = 7'b0110001;
         4'hD:  pattern = 7'b1000010;
         4'hE:  pattern = 7'b0110000;
         4'hF:  pattern = 7'b0111000;   
      endcase   
endmodule 
### flow/config.mk
export PLATFORM = sky130hd
export DESIGN_NAME = DisplayInterface
export DESIGN_NICKNAME = DisplayInterface
export VERILOG_FILES = /design/flow/design.v
export SDC_FILE = /design/flow/constraint.sdc
export NUM_CORES = 4
export LEC_CHECK = 1
export CORE_AREA = 10 10 85 85
export DIE_AREA = 0 0 95 95
### flow/run.sh
#!/bin/bash
# OpenROAD 26Q1-2900-gdf79404cd8, Yosys 0.63+post, stock flow scripts
make -C /OpenROAD-flow-scripts/flow DESIGN_CONFIG=/design/flow/config.mk WORK_HOME=/design/flow/orfs finish
### flow/constraint.sdc
current_design DisplayInterface

set clk_period 4.4
set clk_io_pct 0.2

create_clock -name clk0 -period $clk_period [get_ports {clock}]

set non_clock_inputs [all_inputs -no_clocks]
set_input_delay [expr $clk_period * $clk_io_pct] -clock clk0 $non_clock_inputs
set_output_delay [expr $clk_period * $clk_io_pct] -clock clk0 [all_outputs]
==> results.tsv <==
stage	metric	value	unit
timing	timing-limited maximum frequency	259	MHz
yosys	area of the mapped netlist	1000	µm²
timing	measured slew at the worst slew-check pin	670	ps
grt	global routing usage summed across all routing layers	5.19	%
clock_network	number of setup buffers added after CTS	0	
yosys	count of yosys warnings during synthesis	2	
timing	summed negative setup slack over all endpoints	0	ps
critical_path	Critical path origin	value[13]	
power	relative contribution of sequential cells to total power	21.4	%
yosys	Mapped Avg Cell Area	8.54	µm²
die	die area	9030	µm²
timing	final period utilization	87.6	%
yosys	Synth Register Bits	12	
placed_design	half-perimeter wire length of the detailed placement result	1940	µm
grt	total overflow reported by the global router	0	
die	row count	27	
grt	first-pass GRT wire length	3940	µm
critical_path	start of the worst register-to-register path	count10[3]	
drt	total wire length after detailed routing	2420	µm
power	clock power share	16.7	%
clock_network	hold buffer count at CTS	0	
grt	maximum number of pins on one net before global-route repair	13	
layout	fill cell instance count of the final layout	596	
critical_path	required time of the worst setup path	3520	ps
timing	final worst clock skew	0.336	ps
flow_run	tally of OpenROAD warnings	33	
timing	total of endpoints with negative setup slack in the final report	0	
die	Die Height	95	µm
layout	layout overhead on the synthesized area	42.4	%
yosys	yosys stat area	1000	µm²
placed_design	number of port buffers	33	
yosys	Top area cell types	sky130_fd_sc_hd__dfxtp_1 24%, sky130_fd_sc_hd__ha_1 15%, sky130_fd_sc_hd__mux2i_1 8.0%	
yosys	number of cells produced by synthesis	117	
placed_design	dpl ws	517	ps
clock_network	Resized Gates After CTS	0	
worst_hold_path	worst hold path type	flop to flop	
timing	fin. max-slew vios	0	
power	Combinational Power Share	61.9	%
power	cell-internal power	382	µW
clock_network	Clock transition at path regs	50	ps
critical_path	signal arrival time at the worst endpoint	2980	ps
clock_network	cell at the root of the clock tree	sky130_fd_sc_hd__clkbuf_8	
timing	count of endpoints failing hold in the final timing report	0	
drt	number of remaining DRC errors	0	
clock_network	number of levels the H-tree was split into	1	
timing	setup repair after global routing missed its margin	false	
yosys	library cell occupying the most area in the post-synthesis netlist	sky130_fd_sc_hd__dfxtp_1	
clock_network	TritonCTS Buffers	3	
grt	via count of the first global-routing pass	843	
clock_network	clk ins delay skew pair	230	ps
worst_hold_path	Hold Startpoint	count10[0]	
power	highest ir drop seen on vdd	0.155	mV
critical_path	crit start category	input pin	
drt	via count normalized by instance count	4.03	
power	total leakage power	0.000583	µW
drt	DRT iter0 DRCs	42	
flow_run	count of max-cap constraint violations	0	
yosys	Yosys Instances	117	
drt	routed vias	895	
drt	diode count	0	
critical_path	largest driver fanout on the critical path	5	
critical_path	WS Path Type	input pin to output pin	
placed_design	Final GP Congestion	0.782	
timing	final setup margin	545	ps
grt	number of antenna violations at the first check in global routing	0	
timing	Tmin final	3860	ps
drt	drt first pass iters	4	
drt	Final ANT Viol Nets	0	
power	fraction of power spent switching nets	32.3	%
clock_network	clock net sink count	12	
yosys	library cells used by synthesis	32	
die	starting density of the core	18.3	%
run_status	result of the run	finished clean	
drt	routed length per instance	10.9	µm
power	sw power	182	µW
die	core area	5470	µm²
power	power per standard cell area	396	nW/µm²
yosys	top cell type's share of synthesized area	24.0	%
yosys	sequential fraction of the synthesis area	24.0	%
die	number of primary I/O pins	38	
layout	share of final-layout standard cells stronger than drive strength 1	6.67	%
clock_network	Max Buffers Root-to-Sink	2	
timing	Worst slew margin	55.3	%
clock_network	TritonCTS clock tree	built	
die	Die W	95	µm
critical_path	element type at the critical path end	output pin	
layout by cell type, fill, tap and decap left out, drive strengths merged:
cell type and instances:
clkdlybuf4s50 33, inv 14, nor2 13, ha 12, dfxtp 12, mux2i 8, xor2 6, nand2 5
a21oi 5, a222oi 4, nor2b 4, xnor2 4, conb 4, o22ai 4, nand4 3, nand3 3
clkbuf 3, and3 2, nor3b 2, a22oi 1, o2bb2ai 1, or2 1, mux2 1, a211oi 1
o21ai 1, nor4 1, and4 1, buf 1
flip-flops by register name (all words and copies together), names as in the netlist:
| signal | count |
|---|---|
| count10 | 10 |
| count2 | 2 |
synth_stat cells:
cell type,number
sky130_fd_sc_hd__o22ai_1,3
sky130_fd_sc_hd__xor2_1,6
sky130_fd_sc_hd__a21oi_2,1
sky130_fd_sc_hd__inv_2,1
sky130_fd_sc_hd__a211oi_2,1
sky130_fd_sc_hd__inv_1,13
sky130_fd_sc_hd__o22ai_2,1
sky130_fd_sc_hd__or2_1,1
sky130_fd_sc_hd__clkbuf_1,1
sky130_fd_sc_hd__a222oi_1,4
sky130_fd_sc_hd__o21ai_0,1
sky130_fd_sc_hd__nor2b_1,4
sky130_fd_sc_hd__ha_1,12
sky130_fd_sc_hd__dfxtp_1,12
sky130_fd_sc_hd__nand3_1,3
sky130_fd_sc_hd__nand4_1,3
sky130_fd_sc_hd__conb_1,1
sky130_fd_sc_hd__mux2_4,1
sky130_fd_sc_hd__a22oi_1,1
sky130_fd_sc_hd__a21oi_1,4
sky130_fd_sc_hd__and4_1,1
sky130_fd_sc_hd__o2bb2ai_1,1
sky130_fd_sc_hd__mux2i_1,8
sky130_fd_sc_hd__nor2_1,13
sky130_fd_sc_hd__buf_4,4
sky130_fd_sc_hd__nand2_1,5
sky130_fd_sc_hd__nor3b_1,1
sky130_fd_sc_hd__nor3b_2,1
sky130_fd_sc_hd__nor4_1,1
sky130_fd_sc_hd__xnor2_1,4
sky130_fd_sc_hd__and3_1,2
sky130_fd_sc_hd__buf_6,2
worst paths after layout:
kind           endpoint  slack (ps)  cells past startpoint
max          segment[7]         540                      8
min          count10[0]         460                      1
max reg2reg   count2[1]        3180                      4
min reg2reg  count10[0]         460                      1
layer usage:
layer | part of all wire (%) | global-route usage, % | up-vias
li1 | - | - | 458
met1 | 52 | 7.38 | 400
met2 | 36 | 7.78 | 35
met3 | 11 | 1.92 | 2
met4 | 0.17 | 0.125 | 0
met5 | 0 | 0 | -
layout make-up:
type	count	area (µm²)	share of cell area (%)
Tap cell	72	90.1	6.33
Timing Repair Buffer	34	338	23.7
Clock buffer	3	41.3	2.90
Multi-Input combinational cell	87	662	46.5
Inverter	14	52.6	3.69
Sequential cell	12	240	16.9
logic make-up (layout without fill, tap and decap cells):
kind of cell | Yosys count | after routing | synth area share, %
and+or+nand+nor | 35 | 35 | 18.0
buffers and inverters | 21 | 51 | 10.9
AOI/OAI and AO/OA | 17 | 17 | 13.4
adders and majority gates | 12 | 12 | 15.0
DFF | 12 | 12 | 24.0
xor gates and xnor gates | 10 | 10 | 8.76
muxes | 9 | 9 | 9.51
other | 1 | 4 | 0.375
critical path: stages:
cell	delay, ps
sky130_fd_sc_hd__clkdlybuf4s50_1	410
sky130_fd_sc_hd__a222oi_1	400
sky130_fd_sc_hd__a21oi_1	210
sky130_fd_sc_hd__inv_1	120
sky130_fd_sc_hd__ha_1	230
sky130_fd_sc_hd__inv_1	70
sky130_fd_sc_hd__a211oi_2	170
sky130_fd_sc_hd__clkdlybuf4s50_1	490
stage by stage:
stage	hold slack (ps)	cells	total power [µW]	cell area [µm²]	util, %
final	456	222	564	1420	26.0
after global routing	486	222	622	1420	26.0
after CTS	460	222	576	1420	26.0
after detailed placement	454	219	477	1380	25.3
after global placement	445	219	480	1380	25.3
after floorplan	426	120	332	1010	-
power by group through the flow:
stage	registers [µW]	logic (µW)	clock network, µW
5_1_grt	122	397	104
4_1_cts	121	357	99.2
6_report	121	349	94.3
Power and IR drop assume default switching activity.
