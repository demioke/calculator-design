File: /design/flow/run.sh
#!/bin/bash
# OpenROAD 26Q1-2900-gdf79404cd8, Yosys 0.63+post, stock flow scripts
make -C /OpenROAD-flow-scripts/flow DESIGN_CONFIG=/design/flow/config.mk WORK_HOME=/design/flow/orfs finish
File: /design/flow/config.mk
export PLATFORM = sky130hd
export DESIGN_NAME = myCalc
export DESIGN_NICKNAME = myCalc
export VERILOG_FILES = /design/flow/design.v
export SDC_FILE = /design/flow/constraint.sdc
export NUM_CORES = 4
export LEC_CHECK = 1
export CORE_UTILIZATION = 40
File: /design/flow/constraint.sdc
current_design myCalc

set clk_period 11.5
set clk_io_pct 0.2

create_clock -name clk0 -period $clk_period [get_ports {clk}]

set non_clock_inputs [all_inputs -no_clocks]
set_input_delay [expr $clk_period * $clk_io_pct] -clock clk0 $non_clock_inputs
set_output_delay [expr $clk_period * $clk_io_pct] -clock clk0 [all_outputs]
File: /design/flow/design.v
 `timescale 1ns / 1ps
module myCalc(
    input clk,
    input rst,
    input [4:0] keycode,
    input newkey,
    output [15:0] Xdisplay,
    output LED_NEG_digit,
    output LED_OVW
    );
    localparam[4:0] KEY_CE = 5'b01100,
                    KEY_CA = 5'b00100,
                    KEY_MULTI = 5'b01001,
                    KEY_SUB = 5'b01010,
                    KEY_ADD = 5'b01011,
                    KEY_SQR = 5'b00001,
                    KEY_CH_SIGN = 5'b00010,
                    KEY_EQUALS = 5'b00011;
    reg signed [16:0] X, nextX, Y, nextY, ANS;
    reg [1:0] OP, nextOP;
    wire ADD = (OP == KEY_ADD [1:0]);
    wire SUB = (OP == KEY_SUB [1:0]);
    wire MULTI = (OP == KEY_MULTI [1:0]);        
    wire OP_T2 = (newkey && (keycode[4:2] == 3'b010) );
    wire CA = (newkey && (keycode == KEY_CA) );             
    wire CE = (newkey && (keycode == KEY_CE) );
    wire digit = (newkey && (keycode[4] == 1'b1) );
    wire EQUALS = (newkey && (keycode == KEY_EQUALS) );
    wire SQR = (newkey && (keycode == KEY_SQR) );
    wire CH_SIGN = (newkey && (keycode == KEY_CH_SIGN) );
    wire [6:0] CONTROL = {CE, CA, OP_T2, digit, EQUALS, SQR, CH_SIGN};  
    wire signed [16:0] ANS_ADD, ANS_MULTI, ANS_SUB, ANS_SQR, ANS_CH_SIGN;
    wire OVW_ADD, OVW_SUB, OVW_MULTI, OVW_SQR;
    assign {OVW_ADD, ANS_ADD} = X+Y;
    assign {OVW_SUB, ANS_SUB} = Y-X;
    assign {OVW_MULTI, ANS_MULTI} = X*Y;
    assign {OVW_SQR, ANS_SQR} = X*X;
    assign ANS_CH_SIGN = X*-1;  
    assign OVW = ( (OVW_ADD && ADD)||(OVW_SUB && SUB)||(OVW_MULTI && MULTI)||(OVW_SQR && SQR) );
	assign LED_OVW = OVW; 
    assign Xdisplay = X[15:0];
    assign LED_NEG_digit = X[16];  
    always @ (ADD, MULTI, SUB, ANS_ADD, ANS_MULTI, ANS_SUB, X)
        case({ADD, SUB, MULTI})
            3'b100: ANS = ANS_ADD;
            3'b010: ANS = ANS_SUB;
            3'b001: ANS = ANS_MULTI;
            default: ANS = X;
        endcase   
    always @ (CONTROL, X, keycode, ANS, ANS_SQR, ANS_CH_SIGN)
        casez(CONTROL)
            7'b1000000: nextX = 17'b0;
            7'b?1?????: nextX = 17'b0;
            7'b0010000: nextX = 17'b0;
            7'b0001000: nextX = {X[12:0], keycode[3:0]};  
            7'b0000100: nextX = ANS;
            7'b0000010: nextX = ANS_SQR;
            7'b0000001: nextX = ANS_CH_SIGN;
            default: nextX = X;
        endcase
    always @ (posedge clk or posedge rst)
    begin
        if(rst) X <= 17'b0;
        else X <= nextX;
    end
    always @ (OP_T2, CA, Y, X)
        case({OP_T2, CA})
            2'b00: nextY = Y;
            2'b10: nextY = X;
            default: nextY = 16'b0;
        endcase
    always @ (posedge clk or posedge rst)
      begin
          if(rst) Y <= 17'b0;
          else Y <= nextY;
      end
    always @ (OP_T2, CA, keycode, OP)
        case({OP_T2, CA})
            2'b00: nextOP = OP;
            2'b10: nextOP = keycode[1:0];
            default: nextOP = 2'b0;
        endcase
    always @ (posedge clk or posedge rst)
      begin
          if(rst) OP <= 2'b0;
          else OP <= nextOP;
      end
    endmodule
==> results.cfg <==
; physical design summary
[status]
status = finished clean

[sta]
setup_viol = 0
drv_slew = 0
tightest_slew_ps = 803
layout_setup_ws_ps = 1400
hold-worst-slack_ps = 578
min_period_ps = 10100
finalCritPeriodShare = 0.878
finalHoldViolations = 0
max_freq_ghz = 0.0990
relSlewSlack = 0.463
timing.setup.tns_ps = 0
rsz0062_at_grt = no
finClkSkew_ps = 2.65

[yosys]
ys.warnings.count = 2
netlist_area_sq_um = 13400
ys_types = 78
ys_chip_area_sq_um = 13400
synth_flop_count = 36
ys_seq_share = 0.0672
avgSynthCellArea_sq_um = 8.47
yosysCellCount = 1583
dominantRegCellSynth = dfrtp_1
edf_count = 0
netlist_instances = 1583
async_flop_share = 1.00

[floorplanning]
die_area_sq_um = 34300
die_h_microns = 185
core_area_sq_um = 32800
fp-utilization = 0.409
rows = 66
io_pins = 26
fp.dieW_microns = 185

[layout]
mostFrequentLayoutCells = inv_1, fa_1, ha_1
drive_gt1_frac = 0.0332
mostFrequentLayoutCell = inv_1
nFillCells = 3182
finalNonFillerCells = 2009
stdcell_area_sq_um = 14300
final_core_util = 0.435
area_delta_synth_final_pct = 6.34

[job]
warning_count = 48
maxCapViolations = 0

[clock_tree]
clk_pin_slew_ps = 60
cts_tree = yes
h-tree-depth = 2
cts_setup_buffers = 0
cts_made_buffers = 5
clkSinkCount = 36
cts_resized = 0
cts_hold_buf = 0
clockBufferDepth = 2
insertion_delay_ps = 290
cts-root-buf = clkbuf_16

[pwr]
p_leak_nw = 7.16
ir_drop_v = 0.0000514
power_density_nw_per_um2 = 58.8
p_comb_frac = 0.598
switchingPower_uw = 401
p_seq_frac = 0.210
power_uw = 838
pwr-share-clk = 0.192
p_sw_frac = 0.479
p_int_uw = 437

[grt]
grt_use_total = 0.240
grt_pass1_vias = 11100
globalRouteOverflowTotal = 0
antenna_found_initial = 0
grt_pass1_wl_mm = 60.2
grt_max_degree = 37

[setup_path]
cp.arrival_ps = 7800
worstSetupPathType = register to primary output
setup.worst_path.end_class = primary output
crit_required_ps = 9200
path_max_fanout = 17
cp-start-kind = register

[place]
pre_cts_slack_ps = 1740
placed_area_sq_um = 14100
gp_routability_congestion = 0.968
hpwl_mm = 28.2
io_buffers = 25
dp_cells = 2001

[route]
drtIter0Drc = 653
first_pass_iters = 6
via_per_inst = 5.22
drc = 0
wl_mm = 36.1
ant_nets = 0
wl_per_cell_microns = 18.0
antennaDiodeCount = 0
vias = 10500

[worst_hold_path]
hold_path_class = register to register
## final timing paths
kind | startpoint | to | slack (ps) | cells after the start
worst min register to register | OP[1] | OP[1] | 580 | 1
min in group asynchronous | rst | X[0] | 2440 | 3
worst max-delay path | X[2] | LED_OVW | 1400 | 23
max in group asynchronous | rst | Y[12] | 8700 | 3
worst max register to register | X[2] | X[15] | 4610 | 22
worst min-delay path | OP[1] | OP[1] | 580 | 1
## per-layer routing
layer  GRT usage  vias to the layer above  share of wire
met4      0.0598                        0          0.028
met3      0.0585                       51          0.078
met2       0.378                      400           0.46
met5           0                        -              0
met1       0.345                     5057           0.44
li1            -                     4975              -
## layout make-up
class                   count  area, sq um  area share
inverters                 362         1360      0.0953
clock buffers               6          129     0.00904
well taps                 442          553      0.0388
multi-input cells        1111        10800       0.760
flip-flops and latches     36          901      0.0632
repair buffers             50          438      0.0307
clock inverters             2         35.0     0.00246
## critical path, stage by stage (launching register included)
cell and delay (ps):
dfrtp_1 680, buf_4 370, inv_1 440, nor2_1 180
fa_1 510, inv_1 50, fa_1 520, inv_1 40
ha_1 180, fa_1 470, inv_1 50, fa_1 480
fa_1 480, inv_1 40, ha_1 310, o21ai_0 310
a21oi_1 120, a2111oi_1 730, o21bai_1 120, a21oi_1 240
o21ai_0 150, xnor2_1 160, o2111ai_1 330, clkdlybuf4s50_1 530
## logic make-up after synthesis
| kind of cell | Yosys count | share of synthesized area |
|---|---|---|
| buf+inv | 436 | 0.124 |
| simple gates | 388 | 0.144 |
| compound gates | 255 | 0.135 |
| mux | 1 | 0.000747 |
| xor+xnor | 91 | 0.0616 |
| fa+ha+maj | 376 | 0.467 |
| flops | 36 | 0.0672 |
## power groups by stage
stage                 registers [mW]  logic, mW  clock network [mW]
after CTS                      0.176      0.499               0.163
after global routing           0.178      0.559               0.167
final                          0.176      0.501               0.161
## synthesized netlist by cell type (4+ instances only)
| master | count | area [sq um] |
|---|---|---|
| a22o_1 | 24 | 210 |
| dfrtp_1 | 36 | 901 |
| inv_1 | 355 | 1330 |
| and2_1 | 95 | 594 |
| ha_1 | 169 | 2110 |
| clkbuf_1 | 57 | 214 |
| a31oi_1 | 4 | 25.0 |
| xor2_1 | 21 | 184 |
| o21bai_1 | 9 | 67.6 |
| o21ai_0 | 46 | 230 |
| a221o_1 | 7 | 70.1 |
| a22oi_1 | 7 | 52.6 |
| a221oi_1 | 11 | 96.3 |
| o211ai_1 | 7 | 52.6 |
| nor3_1 | 14 | 70.1 |
| a211oi_1 | 10 | 75.1 |
| o22ai_1 | 5 | 31.3 |
| o21a_1 | 8 | 60.1 |
| nand2_1 | 110 | 413 |
| a222oi_1 | 5 | 50.1 |
| xnor2_1 | 68 | 596 |
| nor2_1 | 105 | 394 |
| a21o_1 | 16 | 120 |
| o221ai_1 | 4 | 35.0 |
| clkinv_1 | 5 | 18.8 |
| and3_1 | 4 | 25.0 |
| o2111ai_1 | 6 | 52.6 |
| a311oi_1 | 4 | 35.0 |
| fa_1 | 207 | 4140 |
| or3_1 | 8 | 50.1 |
| nand3b_1 | 5 | 37.5 |
| or2_2 | 5 | 31.3 |
| buf_2 | 9 | 45.0 |
| buf_1 | 5 | 18.8 |
| a21oi_1 | 49 | 245 |
| nand3_1 | 9 | 45.0 |
| nand2b_1 | 7 | 43.8 |
| nor2b_1 | 8 | 50.1 |
## state kept, by name, summed over array words and instances (netlist names)
| signal | flops |
|---|---|
| X | 17 |
| OP | 2 |
| Y | 17 |
Power is estimated from default activity; no workload was simulated.
